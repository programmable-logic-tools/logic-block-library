==> design.v <==
module ws2812(
    input clock,
    input[23:0] value,
    input trigger,
    output reg pin
    );
reg trigger_pulsified = 0;
reg trigger_previous = 0;
always @(posedge clock)
begin
    if (trigger && !trigger_previous)
        trigger_pulsified <= 1;
    else
        trigger_pulsified <= 0;
    trigger_previous <= trigger;
end
reg[(3*8*3)-1:0] shadow_value;
integer i=0;
reg[6:0] bit_counter = 0;
always @(posedge clock)
begin
    if (trigger_pulsified)
    begin
        for (i=0; i<24; i=i+1)
        begin
            shadow_value[72-(i*3)-1] <= 1;
            shadow_value[72-(i*3)-2] <= value[24-i-1];
            shadow_value[72-(i*3)-3] <= 0;
        end
        pin <= 0;
        bit_counter <= 71;
    end
    else begin
        pin <= shadow_value[bit_counter];
        if (bit_counter > 0)
            bit_counter <= bit_counter - 1;
    end
end
endmodule
==> run.sh <==
#!/bin/bash
# OpenROAD 26Q1-2900-gdf79404cd8, Yosys 0.63+post, stock flow scripts
make -C /OpenROAD-flow-scripts/flow DESIGN_CONFIG=/design/flow/config.mk WORK_HOME=/design/flow/orfs finish
==> config.mk <==
export PLATFORM = sky130hd
export DESIGN_NAME = ws2812
export DESIGN_NICKNAME = ws2812
export VERILOG_FILES = /design/flow/design.v
export SDC_FILE = /design/flow/constraint.sdc
export NUM_CORES = 4
export LEC_CHECK = 1
export CORE_AREA = 10 10 101 101
export DIE_AREA = 0 0 111 111
==> constraint.sdc <==
current_design ws2812

set clk_period 2.5
set clk_io_pct 0.2

create_clock -name clk0 -period $clk_period [get_ports {clock}]

set non_clock_inputs [all_inputs -no_clocks]
set_input_delay [expr $clk_period * $clk_io_pct] -clock clk0 $non_clock_inputs
set_output_delay [expr $clk_period * $clk_io_pct] -clock clk0 [all_outputs]
==> impl_metrics.json <==
{
  "r2r_cells": 5,
  "max_freq_mhz": 496,
  "utilization_pct": 23.9,
  "crit_chain": "and2b_1, nand2_1, a311o_1, o2111a_1, o41ai_2",
  "lay_top_count": "clkdlybuf4s50_1",
  "r2r-end": "pin$_SDFF_PP0_",
  "routed.top_layer": "met4",
  "cts_inserted_buffers": 5,
  "grt_first_pass_wirelength_um": 5170,
  "clock_skew_ns": 0.00667,
  "slowest_stage": "dfxtp_1",
  "cts_tree": "built",
  "cts_resized": 0,
  "path_delay_family": "flip-flops",
  "ys_dominant_reg_cell": "edfxtp_1",
  "async_flop_share_pct": 0,
  "r2r_setup_slack_ns": 0.48,
  "clk_pin_slew_ns": 0.07,
  "numClockSinks": 34,
  "setup-tns-final_ns": 0,
  "synthCells": 119,
  "drive_gt1_share_pct": 9.46,
  "drc_errors": 0,
  "min_path_type": "reg -> reg",
  "regToRegStartpoint": "bit_counter[2]$_SDFFE_PP1N_",
  "gp_congestion": 0.839,
  "core_area_um2": 8130,
  "max_slew_margin_pct": 49.9,
  "place_ws_ns": 0.498,
  "portBuffers": 26,
  "cellLeakagePower_nw": 0.658,
  "power_density_nw_per_um2": 880,
  "grt.total_usage_pct": 4.91,
  "grt_max_degree": 25,
  "pwr-share-seq_pct": 48.3,
  "arrival_ns": 2.21,
  "rows": 33,
  "warnings": 25,
  "layout_top_cells": "26 x clkdlybuf4s50_1, 24 x edfxtp_1, 10 x dfxtp_1, 8 x o21ai_0, 7 x nor2_1",
  "power.internal_w": 0.00116,
  "yosys_warnings": 1,
  "insertedDiodeCount": 0,
  "boundaryPins": 27,
  "syn_to_final_growth_pct": 30.1,
  "path_max_fanout": 24,
  "insertion_delay_ns": 0.28,
  "grt-ovfl-total": 0,
  "fp_util_pct": 18.4,
  "critPathBufInv": 0,
  "fin_crit_sh_pct": 80.6,
  "routed-via-count": 974,
  "postSynthSeqShare_pct": 61.7,
  "wl_met3_um": 187,
  "yosysCellCount": 119,
  "die_w_um": 111,
  "path_class": "reg -> reg",
  "ys_types": 41,
  "final_cells": 253,
  "max-cap-violations": 0,
  "seq_area_um2": 921,
  "end_kind": "flop",
  "via_per_inst": 3.85,
  "postCtsSetupBuffers": 0,
  "slew_violations": 0,
  "p_clk_share_pct": 22.1,
  "cts_hold_buf": 0,
  "drt_wl_total_um": 2990,
  "synth_area_per_cell_um2": 12.5,
  "critical_path_required_ns": 2.69,
  "outcome": "finished clean",
  "hold_viol": 0,
  "worst_pin_slew_ns": 0.750,
  "antenna_found_initial": 0,
  "clockBufferDepth": 2,
  "clockRootBuffer": "clkbuf_8",
  "p_switching_w": 0.000544,
  "fill_cells": 849,
  "wl_met2_um": 1410,
  "drt.antenna.violating_nets": 0,
  "rsz0062_at_grt": "no",
  "ir_drop_uv": 382,
  "synth-edff-count": 24,
  "wl_met1_um": 1390,
  "synthesis.area_um2": 1490,
  "dp_hpwl_um": 2200,
  "dieArea_um2": 12300,
  "drtIter0Drc": 68,
  "wire_per_inst_um": 11.8,
  "min_to": "trigger_pulsified$_DFF_P_",
  "holdPathStages": 1,
  "dp.cells": 245,
  "crit_path_start_kind": "flop",
  "holdCritStartpoint": "trigger_previous$_DFF_P_",
  "min_period_ns": 2.02,
  "p_sw_share_pct": 31.9,
  "slowest_delay_ns": 0.81,
  "worst_slack_ns": 0.484,
  "ys_ff": 34,
  "combGateArea_um2": 522,
  "first_pass_iters": 4,
  "die-height_um": 111,
  "comb_power_share_pct": 29.6,
  "ys_area_um2": 1490,
  "setup_viol": 0,
  "grt_pass1_vias": 1035,
  "h-tree-depth": 2
}
-- per-layer routing --
layer | GRT usage, % | vias to the layer above
li1 | - | 496
met1 | 6.42 | 447
met2 | 7.78 | 29
met3 | 1.75 | 2
met4 | 0.781 | 0
met5 | 0 | -
-- registers in the layout, indices dropped and copies added (netlist names) --
register,count
shadow_value,24
bit_counter,7
pin,1
trigger_previous,1
trigger_pulsified,1
-- synthesized netlist by cell type (2+ instances only) --
cell type / number / share of area [%]
o21a_1: 3 / 1.5
nor2_1: 7 / 1.8
inv_1: 2 / 0.50
o2bb2ai_1: 2 / 1.2
nor3_1: 5 / 1.7
o211ai_1: 2 / 1.0
nand3b_1: 2 / 1.0
edfxtp_1: 24 / 48
xnor2_1: 5 / 2.9
buf_2: 4 / 1.3
o21ai_0: 8 / 2.7
dfxtp_1: 10 / 13
a21oi_1: 5 / 1.7
nand2_1: 6 / 1.5
nand2b_1: 3 / 1.3
a21boi_0: 4 / 2.0
o21bai_1: 3 / 1.5
-- how the worst max path moves through the flow --
stage | startpoint | to | slack (ns) | depth (start not counted)
after CTS | bit_counter[2]$_SDFFE_PP1N_ | pin$_SDFF_PP0_ | 0.49 | 5
after global routing | bit_counter[1]$_SDFFE_PP1N_ | pin$_SDFF_PP0_ | 0.30 | 5
final | bit_counter[2]$_SDFFE_PP1N_ | pin$_SDFF_PP0_ | 0.48 | 5
-- per-stage QoR --
| stage | instance area [µm²] | hold slack (ns) | total power [W] |
|---|---|---|---|
| after floorplan | 1490 | 0.367 | 0.00121 |
| after global placement | 1860 | 0.372 | 0.00135 |
| after detailed placement | 1860 | 0.376 | 0.00135 |
| after CTS | 1940 | 0.386 | 0.00173 |
| after global routing | 1940 | 0.407 | 0.00184 |
| final | 1940 | 0.381 | 0.00171 |
-- final cells by class --
type	instances	area share, %
Sequential cell	34	47.4
Multi-Input combinational cell	75	26.9
Timing Repair Buffer	28	14.2
Tap cell	105	6.77
Clock buffer	6	3.74
Inverter	3	0.580
Clock inverter	2	0.451
-- power by group through the flow --
stage     registers (W)  clock network [W]  logic, W
4_1_cts        0.000822           0.000390  0.000515
5_1_grt        0.000843           0.000420  0.000575
6_report       0.000824           0.000377  0.000506
-- logic make-up after synthesis --
kind of cell             after synthesis  synth area share [%]
XOR/XNOR                               5                  2.93
AND-OR/OR-AND                         36                  17.7
flip-flops                            34                  61.7
AND/OR/NAND/NOR                       32                  12.8
adder cells (fa/ha/maj)                1                 0.838
buffers and inverters                 10                  3.35
multiplexers                           1                 0.671
No activity file was given, so power comes from the tool's default toggle rates.
