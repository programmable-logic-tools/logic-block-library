### run.sh
#!/bin/bash
# OpenROAD 26Q1-2900-gdf79404cd8, Yosys 0.63+post, stock flow scripts
make -C /OpenROAD-flow-scripts/flow DESIGN_CONFIG=/design/flow/config.mk WORK_HOME=/design/flow/orfs finish
### config.mk
export PLATFORM = sky130hd
export DESIGN_NAME = memory
export DESIGN_NICKNAME = memory
export VERILOG_FILES = /design/flow/design.v
export SDC_FILE = /design/flow/constraint.sdc
export NUM_CORES = 4
export LEC_CHECK = 1
export CORE_UTILIZATION = 30
export SYNTH_MEMORY_MAX_BITS = 65536
### constraint.sdc
current_design memory

set clk_period 45.3
set clk_io_pct 0.2

create_clock -name clk0 -period $clk_period [get_ports {clock}]

set non_clock_inputs [all_inputs -no_clocks]
set_input_delay [expr $clk_period * $clk_io_pct] -clock clk0 $non_clock_inputs
set_output_delay [expr $clk_period * $clk_io_pct] -clock clk0 [all_outputs]
### design.v
module memory(
    input clock,
    input perform_read,
    input [8:0] read_address,
    output reg[23:0] read_data,
    output reg read_data_ready,
    input perform_write,
    input [8:0] write_address,
    input [23:0] write_data
    );
reg[7:0] mem0[0:511];
reg[7:0] mem1[0:511];
reg[7:0] mem2[0:511];
always @(posedge clock)
begin
    if (perform_read)
    begin
        read_data[23:16] <= mem2[read_address];
        read_data[15:8] <= mem1[read_address];
        read_data[7:0] <= mem0[read_address];
    end
    if (perform_write)
    begin
        mem2[write_address] <= write_data[23:16];
        mem1[write_address] <= write_data[15:8];
        mem0[write_address] <= write_data[7:0];
    end
end
always @(posedge clock) read_data_ready <= perform_read;
endmodule
==> results.txt <==
Results of the flow run.

For hold timing, the worst endpoint is read_data[19]. The area of the core stands at 1.584 sq mm. The combined area of the multi-input logic cells stands at 0.1001 sq mm. The number of buffers inserted during clock tree synthesis stands at 1,233. In this run the full chip footprint comes out at 1.595 sq mm. The relative contribution of combinational cells to total power stands at 5.2%. OpenSTA lists the critical path startpoint as read_address[0]. The largest net degree at the start of global routing stands at 112. Across the whole layout, storage elements account for 0.3697 sq mm. TritonCTS built the clock tree. The count of flip-flops with a built-in enable after synthesis stands at 12,312.

The share of the clock period used by the worst path after layout stands at 35.31%. The later-pin clock latency in the skew report stands at 1.30 ns. Sequential elements use 77.51% of the synthesized area. The total internal power stands at 18,570 uW.

The data arrival time of the critical path stands at 17.05 ns. The critical path is of the primary input to flip-flop type. The worst register-to-register path has a setup slack of 40.66 ns. The starting utilization of the core area stands at 30.12%. The tightest min-delay check is of the flip-flop to flip-flop type. The peak ir drop on the vdd network stands at 0.04498 mV. Counting flops and latches in the post-synthesis netlist gives 12,313. The number of sinks driven by the clock tree stands at 12,313. In this run the maximum-capacitance check reported violations numbering 1. In the synthesis report, Yosys lists the chip area as 0.4770 sq mm. The net switching power in the latest report is 5264 uW. Counting every instance in the synthesized netlist gives 22,747. For reference, the top cells by area after synthesis are sky130_fd_sc_hd__edfxtp_1 (78%), sky130_fd_sc_hd__mux4_2 (9.2%), sky130_fd_sc_hd__mux2i_1 (4.7%).

For this block, the initial DRC count from the detailed router was 16,992. The count of endpoints failing setup in the final report stands at 0. The number of cells on the worst hold path is listed as 6. The startpoint identified for the worst hold timing path is mem2[40][3].

The estimated wirelength of the detail-placed design stands at 906,000 um. Global routing used 19.81% of the available tracks across all layers. Per the gpl log, the routability congestion estimate is 0.9136. Looking at the clock tree report, the root buffer type is sky130_fd_sc_hd__clkbuf_16. The number of H-tree levels stands at 7.

The biggest area contributor in the post-synthesis netlist is sky130_fd_sc_hd__edfxtp_1. The flow ran to the end, but the final reports show violations. In the log, the iteration count for the first detailed-route pass is 6.

The final layout contains routed wiring with a total length of 1,498,000 um. The hold violation count in the final report stands at 0. The wire length of the first global-routing pass stands at 2,061,000 um. The number of placed instances with taps included stands at 44,131. Buffers inserted to repair hold after CTS numbered 0. For this run, asynchronously set or reset flops after synthesis account for 0%.

OpenROAD emitted warnings numbering 36. The leakage component of the power stands at 0.1723 uW. Post-synth the commonest register cell is sky130_fd_sc_hd__edfxtp_1. The synthesized netlist occupies a cell area of 0.4770 sq mm. Per the detail_route report, routed wire per instance is 32.03 um. The checks that failed: max-capacitance violations, max-slew violations.

After layout, the minimum clock period comes to 15.99 ns. Setup repair after global routing left no endpoint under its margin. The power share of the clock group stands at 42.1%. STA classifies the critical path endpoint as a flip-flop. The number of distinct library cells after synthesis stands at 88. The total vias in the final route stands at 244,687.

In the final report, the number of pins over their slew limit comes to 2. The maximum clock rate stands at 0.06252 GHz. Cells with a size suffix above 1 make up 24.00% of the layout. The number of buffers added for setup after CTS stands at 0.

The average cell area after synthesis stands at 20.97 sq um. The initial antenna violation count stands at 142. Per the CTS log, the buffer count on the longest clock path is 5. The overall die height stands at 1263 um. The final timing report lists clock skew as 0.1028 ns. According to the I/O placement log, the pin count is 70. The count of port buffers added during placement stands at 69. The floorplan has 462 rows. The area fraction of the dominant cell type after synthesis stands at 77.50%.

The synthesis-to-finish area growth stands at 15.34%. The number of cell instances after yosys synthesis stands at 22,747. The routed via count divided by cell count stands at 5.234. The registers of the reported paths see a clock transition of 0.06 ns. The required time of the critical path stands at 46.36 ns.

The final cell count without fillers stands at 46,752. The floorplan die width stands at 1263 um. The aggregate global routing overflow stands at 0. Measured in cells, the most critical reg-to-reg path has a length of 6. The worst hold slack after final layout stands at 1.233 ns.

After filler insertion, the fill cell instance count of the layout stands at 143,799. The share of total power dissipated in sequential elements is 52.7%. In this run, post-CTS repair resized a total of 0 instances. The script parses the final routing iteration and logs DRC violations as 0. Looking at the max-slew report, the worst-margin pin has a slew of 1.601 ns. STA classifies the critical path startpoint as a primary input. Headroom to the max-slew limit came out at -6.718%.

The remaining antenna violation count after routing stands at 0. The power density of the placed cells stands at 43.33 mW/mm^2. The switching power as a share of total power stands at 22.08%. The number of global-route vias before repair is 265,009.

The post-route setup TNS stands at 0 ns. The critical path maximum fanout is 74. The yosys synthesis warning count stands at 1. For the worst reg-to-reg path, the endpoint reported by OpenROAD is read_data[9]. The launch point of the worst register-to-register path is recorded as mem1[246][1].
==> synthesized netlist by cell type (all sizes together) (17+ instances only) <==
cell	instances
o22a	18
a2111oi	55
nand2	341
or3	17
a221oi	38
clkbuf	538
mux4	2018
nor3	252
mux2i	2229
a211oi	100
buf	863
and3	24
o22ai	648
a22o	20
nor4	56
o21a	19
a21o	18
nor2	736
edfxtp	12312
o221ai	805
nand4	81
mux2	109
a21oi	500
nand3	93
a32oi	25
and2	68
o21ai	309
a22oi	93
a31oi	120
==> critical path, stage by stage <==
cell	delay (ns)
sky130_fd_sc_hd__buf_16	0.37
sky130_fd_sc_hd__buf_4	0.61
sky130_fd_sc_hd__buf_4	0.63
sky130_fd_sc_hd__buf_4	0.71
sky130_fd_sc_hd__buf_4	0.59
sky130_fd_sc_hd__buf_4	0.52
sky130_fd_sc_hd__buf_4	0.67
sky130_fd_sc_hd__buf_4	0.69
sky130_fd_sc_hd__mux4_2	0.59
sky130_fd_sc_hd__and2_1	0.19
sky130_fd_sc_hd__a211oi_1	0.25
sky130_fd_sc_hd__nor4_1	0.13
sky130_fd_sc_hd__o2111ai_1	0.19
sky130_fd_sc_hd__buf_4	0.20
sky130_fd_sc_hd__nand4_1	0.71
sky130_fd_sc_hd__buf_4	0.43
sky130_fd_sc_hd__and4_1	0.19
==> routing by layer <==
layer	wire, um	global-route usage (%)	vias to the layer above	share of wire, %
li1	-	-	99710	-
met1	408500	17.63	122090	27
met2	659300	27.81	19598	44
met3	343300	20.85	3100	23
met4	78800	8.388	189	5.3
met5	7694	4.201	-	0.51
==> power by group through the flow <==
stage	Sequential [uW]	Combinational, uW	Clock (uW)
after CTS	12600	1220	10100
after global routing	12600	1300	10600
final	12600	1240	10000
==> cells by family after synthesis <==
logic type	after synthesis	share of synthesized area, %
AND/OR/NAND/NOR	1765	1.697
multiplexers	4356	14.51
flip-flops	12313	77.51
buffers and inverters	1409	2.038
AND-OR/OR-AND	2904	4.245
==> cells in the final DEF (no fill, tap or decap), types with 301 or more instances in the layout <==
cell type                   Yosys  final
sky130_fd_sc_hd__a21oi_1      500    495
sky130_fd_sc_hd__buf_4        113   1572
sky130_fd_sc_hd__clkbuf_16      0   1247
sky130_fd_sc_hd__clkinv_1       3    301
sky130_fd_sc_hd__diode_2        0    382
sky130_fd_sc_hd__edfxtp_1   12312  12312
sky130_fd_sc_hd__mux2i_1     2229   2229
sky130_fd_sc_hd__mux4_2      1955   1955
sky130_fd_sc_hd__nand2_1      341    324
sky130_fd_sc_hd__nor2_2         0    416
sky130_fd_sc_hd__o221ai_1     795    794
sky130_fd_sc_hd__o22ai_1      647    647
==> worst max-delay path by stage <==
stage	depth (start not counted)	slack, ns	endpoint
6_report	17	29.31	read_data[3]
4_1_cts	16	29.29	read_data[6]
5_1_grt	17	28.98	read_data[6]
==> metrics by stage <==
step / area [sq um] / power [uW] / utilization (%) / setup slack (ns)
3_3_place_gp: 509500 / 14010 / 32.17 / 27.79
4_1_cts: 549200 / 23930 / 34.68 / 29.29
5_1_grt: 549900 / 24430 / 34.72 / 28.98
2_1_floorplan: 477000 / 13400 / - / 33.83
3_5_place_dp: 509600 / 14030 / 32.17 / 27.92
6_report: 550200 / 23840 / 34.74 / 29.31
==> area by class of cell <==
class                   instances  share of cell area (%)
diodes                        382                  0.1737
clock buffers                1479                   5.830
clock inverters               758                   1.375
inverters                       7                0.008869
multi-input cells            9025                   18.19
flip-flops and latches      12313                   67.20
well taps                   21112                   4.801
repair buffers               1676                   2.425
==> flip-flops by register name (all words and copies together), names as in the netlist <==
name and cells:
mem0 4096, mem1 4096, mem2 4096, read_data 24, read_data_ready 1
No activity file was given, so power comes from the tool's default toggle rates.
