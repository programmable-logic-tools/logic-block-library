`design.v`:
```
module average_sliding
    #(
        parameter bitwidth_sample = 12,
        parameter initial_accumulator_value = 0
        )
     (
         input trigger,
         input reset,
         input[bitwidth_sample-1:0]  sample_value,
         output[bitwidth_sample-1:0] averaged_value
         );
reg[bitwidth_sample:0] accumulator = initial_accumulator_value;
assign averaged_value[bitwidth_sample-1:0] = accumulator[bitwidth_sample-1:0];
wire[bitwidth_sample:0] sum;
assign sum = accumulator[bitwidth_sample:0] + sample_value;
always @(posedge trigger or posedge reset)
begin
    if (reset == 1)
    begin
        accumulator[bitwidth_sample:0] <= initial_accumulator_value;
    end
    else begin
        accumulator[bitwidth_sample-1:0] <= sum[bitwidth_sample:1];
    end
end
endmodule
module average_sliding_iterative
    #(
        parameter bitwidth_sample = 12,
        parameter initial_accumulator_value = 0,
        parameter iteration_count = 3
        )
    (
         input trigger,
        input reset,
        input  [bitwidth_sample-1:0] sample_value,
        output [bitwidth_sample-1:0] averaged_value
        );
wire[bitwidth_sample-1:0] intermediate_value[0:iteration_count+1];
assign intermediate_value[0][bitwidth_sample-1:0] = sample_value[bitwidth_sample-1:0];
assign averaged_value = intermediate_value[iteration_count][bitwidth_sample-1:0];
genvar i;
generate
    for (i=0; i<iteration_count; i=i+1)
    begin
        average_sliding #(
                .bitwidth_sample(bitwidth_sample),
                .initial_accumulator_value(initial_accumulator_value)
            ) average (
                .reset          (reset),
                .trigger        (trigger),
                .sample_value   (intermediate_value[i]   [bitwidth_sample-1:0]),
                .averaged_value (intermediate_value[i+1] [bitwidth_sample-1:0])
                );
    end
endgenerate
endmodule
```
`run.sh`:
```
#!/bin/bash
# OpenROAD 26Q1-2900-gdf79404cd8, Yosys 0.63+post, stock flow scripts
make -C /OpenROAD-flow-scripts/flow DESIGN_CONFIG=/design/flow/config.mk WORK_HOME=/design/flow/orfs finish
```
`config.mk`:
```
export PLATFORM = sky130hd
export DESIGN_NAME = average_sliding_iterative
export DESIGN_NICKNAME = average_sliding_iterative
export VERILOG_FILES = /design/flow/design.v
export SDC_FILE = /design/flow/constraint.sdc
export NUM_CORES = 4
export LEC_CHECK = 1
export CORE_UTILIZATION = 50
```
`constraint.sdc`:
```
current_design average_sliding_iterative

set clk_period 5.8
set clk_io_pct 0.2

create_clock -name clk0 -period $clk_period [get_ports {trigger}]

set non_clock_inputs [all_inputs -no_clocks]
set_input_delay [expr $clk_period * $clk_io_pct] -clock clk0 $non_clock_inputs
set_output_delay [expr $clk_period * $clk_io_pct] -clock clk0 [all_outputs]
```
==> impl_metrics.ini <==
; implementation run metrics
[synth]
post_synth_instance_area_sq_mm = 0.00239
yosysChipArea_sq_mm = 0.00239
ys_warn_count = 2
post_synth.cell_area_avg_sq_um = 10.5
yosys.cell_count.top_type = dfrtp_1
synthesis.instances = 229
ys_seq_elements = 36
dominantRegCellSynth = dfrtp_1
yosys-top-cells-count = 36 x dfrtp_1, 33 x ha_1, 22 x a21oi_1
netlist.top_cell.by_area = dfrtp_1
synth_sequential_area_ratio = 0.376
post-synth-top-area-fraction = 0.376
ys_async_sr_fraction = 1.00
synth.area.top_cells = dfrtp_1 38%, ha_1 17%, xor2_1 5.5%
edf_count = 0
synth_cell_types = 36
yosys_cells = 229

[cts]
clkSinkCount = 36
clock_root_buffer_master = clkbuf_8
ctsHoldBuffers = 0
insertion_delay_ps = 280
tritoncts = built
cts-root-to-sink-buffers = 2
register_clock_pin_slew_on_the_reported_worst_setup_and_hold_paths_ps = 70
h-tree-depth = 2
cts_made_buffers = 5
cts_setup_buffers = 0
cts_resized = 0

[worst_setup_path]
timing.critical_path.cells = clkdlybuf4s50_1 -> and2_1 -> fa_1 -> a21oi_2 -> o21ai_2 -> a2111oi_2 -> nor2_1 -> xor2_1
critical-path-slowest-cell = clkdlybuf4s50_1
startpoint_type_of_the_worst_setup_path = primary input
cp_data_required_time_ps = 5960
arrival_time_of_the_worst_setup_path_ps = 3110
crit_path_max_fanout = 3
criticalPathCategory = primary input to register
worstReg2RegStart = genblk1[1].average.accumulator[0]$_DFF_PP0_
cpPeakStageDelay_ps = 410
worst_setup_path_end_kind = register
setup.worst_path.start = sample_value[0]

[grt]
grt_first_pass_wirelength_um = 6910
antenna_found_initial = 0
grt_usage = 0.179
first_global_vias = 1595
grt_start_max_net_pins = 37
grt_remaining_overflow = 0

[timing]
totalNegativeSetupSlack_ps = 0
final_critical_path_setup_slack_ps = 2860
period_needed_ps = 2940
clock_skew_ps = 4.22
rsz0062_at_grt = false
timing.final.setup_violations = 0
achievable-frequency_ghz = 0.340
slew-limit-headroom = 0.713
worst_hold_slack_ps = 597
slew_violations = 0
hold_violations = 0
final_min_period_over_clock_period = 0.507
worst_slew_pin_slew_ps = 430

[routing]
firstDrtPassIters = 21
routed_length_per_instance_um = 12.7
drcViolationCount = 0
routed_antenna_nets = 0
routed_wirelength_um = 3980
drt_first_iter_violations = 57
vias = 1753
post_drt_via_cell_ratio = 5.58
num_antenna_cells = 0

[worst_hold_path]
worst_hold_startpoint = genblk1[2].average.accumulator[1]$_DFF_PP0_
min-delay-path-class = register to register

[finish]
design_area_sq_mm = 0.00279
logic_area_sq_mm = 0.00146
layout_cell_share_with_drive_strength_beyond_1 = 0.0840
largestRegisters = genblk1.average.accumulator x36
finalCoreUtilization = 0.624
fillers = 392
layout_stage_area_growth_over_the_synthesis_result_pct = 16.7
largest_register_ff_count = 36
regArea_sq_um = 901
largest_register = genblk1.average.accumulator

[placement]
dpl-instance-area_sq_mm = 0.00272
detailed_place_hpwl_um = 3270
dpl_worst_slack_ps = 2540
port_buffers = 25
gp_routability_congestion = 0.874

[die]
initial_core_util = 0.535
die_height_um = 71.2
placement_rows = 24
core_region_area_sq_mm = 0.00447
boundaryPins = 26
floorplan.die_area_sq_mm = 0.00507
die.size.x_um = 71.2

[run]
max_cap_viol_count = 0
warnings = 26

[outcome]
run_status = finished, final reports clean
[area by class of cell]
cell class                      count  area share
Tap cell                           52      0.0233
Inverter                           10      0.0134
Multi-Input combinational cell    183       0.521
Clock buffer                        6      0.0260
Clock inverter                      1     0.00179
Timing Repair Buffer               26      0.0923
Sequential cell                    36       0.322
[stage by stage]
step,cells
final,314
after detailed placement,307
after CTS,314
after global routing,314
after global placement,307
after floorplan,229
[layout by cell type (no fill, tap or decap), types with 3 or more instances in the layout]
cell             instances
nand4_1                  4
inv_1                   10
clkdlybuf4s50_1         25
ha_1                    33
and2_1                   6
a21oi_2                  5
clkbuf_8                 5
a21oi_1                 22
o21ai_0                 11
nor3_1                   9
fa_1                     3
a211oi_2                 3
nand2_1                  8
nand3_1                  4
dfrtp_1                 36
nor2_1                  11
xnor2_1                 11
xor2_1                  15
o21bai_1                 6
o31ai_1                  3
a2111oi_0                3
o21ai_1                  5
[path summary, 6_finish.rpt]
check	end	slack, ps	depth (start not counted)
setup / recovery	genblk1[0].average.accumulator[9]$_DFF_PP0_	2860	8
hold / removal	genblk1[2].average.accumulator[0]$_DFF_PP0_	600	1
setup reg to reg	genblk1[2].average.accumulator[7]$_DFF_PP0_	3660	7
hold reg to reg	genblk1[2].average.accumulator[0]$_DFF_PP0_	600	1
max in group asynchronous	genblk1[0].average.accumulator[6]$_DFF_PP0_	4210	3
min in group asynchronous	genblk1[2].average.accumulator[0]$_DFF_PP0_	1280	3
[worst max-delay path: cells and delay by family]
kind	cells	cell delay, ps
AND-OR/OR-AND	3	710
adder cells (fa/ha/maj)	1	410
buffers and inverters	1	410
XOR/XNOR	1	150
AND/OR/NAND/NOR	2	270
[routing by layer]
metal  wire length (um)  global-route usage  part of all wire
met5                  0                   0                 0
met3                105              0.0347             0.026
met4                  0              0.0244                 0
met2               1860               0.269              0.47
met1               2020               0.287              0.51
[cell families (layout without fill, tap and decap cells)]
group                    Yosys count  count (layout)  synth area share
AND-OR/OR-AND                     75              75             0.220
XOR/XNOR                          26              26            0.0951
adder cells (fa/ha/maj)           36              36             0.198
buffers and inverters             10              43            0.0157
flip-flops                        36              36             0.376
multiplexers                       1               1           0.00418
AND/OR/NAND/NOR                   45              45            0.0915
